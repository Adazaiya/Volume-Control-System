File: flow/run.sh
#!/bin/bash
# OpenROAD 26Q1-2900-gdf79404cd8, Yosys 0.63+post, stock flow scripts
make -C /OpenROAD-flow-scripts/flow DESIGN_CONFIG=/design/flow/config.mk WORK_HOME=/design/flow/orfs finish
File: flow/config.mk
export PLATFORM = sky130hd
export DESIGN_NAME = DE1_SoC_i2sound
export DESIGN_NICKNAME = DE1_SoC_i2sound
export VERILOG_FILES = /design/flow/design.v
export SDC_FILE = /design/flow/constraint.sdc
export NUM_CORES = 4
export LEC_CHECK = 1
export CORE_AREA = 10 10 122 122
export DIE_AREA = 0 0 132 132
File: flow/constraint.sdc
current_design DE1_SoC_i2sound

set clk_period 2.3
set clk_io_pct 0.2

create_clock -name clk0 -period $clk_period [get_ports {CLOCK_50}]

set non_clock_inputs [all_inputs -no_clocks]
set_input_delay [expr $clk_period * $clk_io_pct] -clock clk0 $non_clock_inputs
set_output_delay [expr $clk_period * $clk_io_pct] -clock clk0 [all_outputs]
File: flow/design.v
module DE1_SoC_i2sound(
      inout              ADC_CS_N,
      output             ADC_DIN,
      input              ADC_DOUT,
      output             ADC_SCLK,
      input              AUD_ADCDAT,
      inout              AUD_ADCLRCK,
      inout              AUD_BCLK,
      output             AUD_DACDAT,
      inout              AUD_DACLRCK,
      output             AUD_XCK,
      input              CLOCK2_50,
      input              CLOCK3_50,
      input              CLOCK4_50,
      input              CLOCK_50,
      output      [12:0] DRAM_ADDR,
      output      [1:0]  DRAM_BA,
      output             DRAM_CAS_N,
      output             DRAM_CKE,
      output             DRAM_CLK,
      output             DRAM_CS_N,
      inout       [15:0] DRAM_DQ,
      output             DRAM_LDQM,
      output             DRAM_RAS_N,
      output             DRAM_UDQM,
      output             DRAM_WE_N,
      output             FAN_CTRL,
      output             FPGA_I2C_SCLK,
      inout              FPGA_I2C_SDAT,
      inout     [35:0]         GPIO_0,
		inout     [35:0]         GPIO_1,
      output      [6:0]  HEX0,
      output      [6:0]  HEX1,
      output      [6:0]  HEX2,
      output      [6:0]  HEX3,
      output      [6:0]  HEX4,
      output      [6:0]  HEX5,
      input              IRDA_RXD,
      output             IRDA_TXD,
      input       [3:0]  KEY,
      output      [9:0]  LEDR,
      inout              PS2_CLK,
      inout              PS2_CLK2,
      inout              PS2_DAT,
      inout              PS2_DAT2,
      input       [9:0]  SW,
      input              TD_CLK27,
      input      [7:0]  TD_DATA,
      input             TD_HS,
      output             TD_RESET_N,
      input             TD_VS,
      output      [7:0]  VGA_B,
      output             VGA_BLANK_N,
      output             VGA_CLK,
      output      [7:0]  VGA_G,
      output             VGA_HS,
      output      [7:0]  VGA_R,
      output             VGA_SYNC_N,
      output             VGA_VS
);
wire			 CLK_1M;
wire			 END;
wire			 KEYON;
wire	[23:0] AUD_I2C_DATA;
wire         GO;
assign		 AUD_DACDAT =AUD_ADCDAT ;
CLOCK_500	 u1(
					 .CLOCK(CLOCK_50),
					 .END(END),
					 .RESET(KEYON),
					 .CLOCK_500(CLK_1M),
					 .GO(GO),             
					 .CLOCK_2(AUD_XCK),
					 .DATA(AUD_I2C_DATA),
					 .LEDR(LEDR[9:0]),
					 .SW(SW[0]),
					 .SW1(SW[1]),
					 .SW2(SW[2]),
					 .HEX0(HEX0),
					 .HEX1(HEX1)					 
					 );
i2c			 u2(  
					 .CLOCK(CLK_1M),
					 .RESET(1'b1),
					 .I2C_SDAT(FPGA_I2C_SDAT),
					 .I2C_DATA(AUD_I2C_DATA),
					 .I2C_SCLK(FPGA_I2C_SCLK),
					 .GO(GO),
					 .END(END));
keytr			 u3(
					 .clock(CLK_1M),
					 .key(KEY[0]),
					 .key1(KEY[1]),
					 .KEYON(KEYON));
endmodule
module CLOCK_500 (
	              CLOCK,
 	              CLOCK_500,
	              DATA,
	              END,
	              RESET,
	              GO,
	              CLOCK_2,
					  LEDR,
					  SW,
					  SW1,
					  SW2,
					  HEX0,
					  HEX1
                 );
	input  		 	CLOCK;
	input 		 	END;
	input 		 	RESET;
	input          SW;
	input          SW1;
	input          SW2;
	output   reg [6:0]   HEX0;
	output   reg [6:0]   HEX1;
	output  reg   [9:0] LEDR;
	output		    CLOCK_500;
	output 	[23:0]	DATA;
	output 			GO;
	output 			CLOCK_2;
	reg  	[10:0]	COUNTER_500;
	reg  	[15:0]	ROM[6'd8:0];
	reg  	[15:0]	DATA_A;
	reg  	[5:0]	address;
	reg   [3:0] led_counter;
	reg   [3:0] mute;
initial begin
        led_counter = 1;  
        LEDR = 10'b0000000000;  
    end
wire  CLOCK_500=COUNTER_500[9];
wire  CLOCK_2=COUNTER_500[1];
wire [23:0]DATA={8'h34,DATA_A};	
wire  GO =((address <= 6'd8) && (END==1))? COUNTER_500[10]:1;
wire [13:0] display_output;  
always @(negedge RESET or posedge END) 
	begin
		if (!RESET)
			begin
				address=0;
			end
		else if (address <= 6'd8)
				begin
					address=address+1;
				end
	end
function [13:0] get_7seg_display;
    input [3:0] value;  
    reg [6:0] HEX0_seg;  
    reg [6:0] HEX1_seg;  
    begin
        case (value % 10)
            4'd0: HEX0_seg = 7'b1000000;
            4'd1: HEX0_seg = 7'b1111001;
            4'd2: HEX0_seg = 7'b0100100;
            4'd3: HEX0_seg = 7'b0110000;
            4'd4: HEX0_seg = 7'b0011001;
            4'd5: HEX0_seg = 7'b0010010;
				4'd6: HEX0_seg = 7'b0000010;
            4'd7: HEX0_seg = 7'b1111000;
            4'd8: HEX0_seg = 7'b0000000;
            4'd9: HEX0_seg = 7'b0010000;
            default: HEX0_seg = 7'b1111111;  
        endcase
        case (value / 10)
            4'd0: HEX1_seg = 7'b1000000;
            4'd1: HEX1_seg = 7'b1111001;
            default: HEX1_seg = 7'b1111111;  
        endcase
        get_7seg_display = {HEX1_seg, HEX0_seg};
    end
endfunction
reg [4:0] vol;
reg [4:0] vol_2;
reg [6:0] volume_r;
reg [6:0] volume_l;
always @(posedge RESET) 
	begin
		if(SW==1) begin
			vol_2 = vol;
			vol <=0;
			mute=1;
			LEDR[0]<=1'b1;
		end
		else begin
			if(mute==1) begin
				vol=vol_2;
			end
			mute=0;
			LEDR[0]<=1'b0;
			vol=vol-4;
			if (led_counter >1) begin
				led_counter = led_counter - 1;  
			  end
			else if (led_counter ==1) begin
				led_counter = 8;
			end
		end
	end
   always @(*) begin
		if (SW1==1) begin
			LEDR[1]<=1'b1;
			volume_r = vol+96;
			end
		else begin
			LEDR[1]<=1'b0;
			volume_r = 0+96;
			end
		if(SW2==1) begin
			LEDR[2]<=1'b1;
			volume_l= vol+96;
			end
		else begin
			LEDR[2]<=1'b0;
			volume_l = 0+96;
		end
    end
    assign display_output = get_7seg_display(led_counter);
    always @(*) begin
		if(mute==1) begin
			HEX0= 7'b1000000;
			HEX1= 7'b1000000;
		end 
		else begin
        HEX1 = display_output[13:7];  
        HEX0 = display_output[6:0];   
		end
    end
always @(posedge END) 
	begin
		ROM[0] = 16'h0c00;	    			  
		ROM[1] = 16'h0ec2;	   		    	  
		ROM[2] = 16'h0838;	    			  
		ROM[3] = 16'h1000;					  
		ROM[4] = 16'h0017;					  
		ROM[5] = 16'h0217;					  
		ROM[6] = {8'h04,1'b0,volume_l[6:0]};		  
		ROM[7] = {8'h06,1'b0,volume_r[6:0]};	      
		ROM[6'd8]= 16'h1201;             
		DATA_A=ROM[address];
	end
always @(posedge CLOCK ) 
	begin
		COUNTER_500=COUNTER_500+1;
	end
endmodule
module i2c (
			 CLOCK,
			 I2C_SCLK,		 
			 I2C_SDAT,		 
			 I2C_DATA,		 
			 GO,      		 
			 END,    	     
			 W_R,     		 
			 ACK,     	     
			 RESET,
			 SD_COUNTER,
			 SDO
		   	);
	input 			 CLOCK;
	input 			 [23:0]I2C_DATA;	
	input 			 GO;
	input  			 RESET;	
	input  			 W_R;
 	inout  			 I2C_SDAT;
	output 			 I2C_SCLK;
	output			 END;	
	output 			 ACK;
	output	[5:0]	 SD_COUNTER;
	output 			 SDO;
	reg 			 SDO;
	reg 			 SCLK;
	reg 			 END;
	reg 	[23:0]	 SD;
	reg 	[5:0]	 SD_COUNTER;
wire I2C_SCLK = SCLK | ( ((SD_COUNTER >= 4) & (SD_COUNTER <= 30))? ~CLOCK :0 );
wire I2C_SDAT = SDO?1'bz:0 ;
reg ACK1,ACK2,ACK3;
wire ACK = ACK1 | ACK2 | ACK3;
always @(negedge RESET or posedge CLOCK ) 
	begin
		if (!RESET)
			begin
				SD_COUNTER = 6'b111111;
			end
		else begin
				if (GO == 0)
					begin
						SD_COUNTER = 0;
					end
				else begin
						if (SD_COUNTER < 6'b111111)
							begin
								SD_COUNTER = SD_COUNTER+1;
							end	
					 end		
			 end
	end
always @(negedge RESET or  posedge CLOCK ) 
	begin
		if (!RESET) 
			begin 
				SCLK = 1;
				SDO  = 1; 
				ACK1 = 0;
				ACK2 = 0;
				ACK3 = 0; 
				END  = 1; 
			end
		else
			case (SD_COUNTER)
					6'd0  : begin 
								ACK1 = 0 ;
								ACK2 = 0 ;
								ACK3 = 0 ; 
								END  = 0 ; 
								SDO  =1  ; 
								SCLK =1  ;
							end
					6'd1  : begin 
								SD  = I2C_DATA;
								SDO = 0;
							end
					6'd2  : 	SCLK = 0;
					6'd3  : 	SDO = SD[23];
					6'd4  : 	SDO = SD[22];
					6'd5  : 	SDO = SD[21];
					6'd6  : 	SDO = SD[20];
					6'd7  : 	SDO = SD[19];
					6'd8  : 	SDO = SD[18];
					6'd9  :	    SDO	= SD[17];
					6'd10 : 	SDO = SD[16];	
					6'd11 : 	SDO = 1'b1; 
					6'd12  : begin 
								SDO  = SD[15]; 
								ACK1 = I2C_SDAT; 
							 end
					6'd13  : 	SDO = SD[14];
					6'd14  : 	SDO = SD[13];
					6'd15  : 	SDO = SD[12];
					6'd16  : 	SDO = SD[11];
					6'd17  : 	SDO = SD[10];
					6'd18  : 	SDO = SD[9];
					6'd19  : 	SDO = SD[8];	
					6'd20  : 	SDO = 1'b1; 
					6'd21  : begin 
								SDO  = SD[7]; 
								ACK2 = I2C_SDAT; 
							 end
					6'd22  : 	SDO = SD[6];
					6'd23  : 	SDO = SD[5];
					6'd24  : 	SDO = SD[4];
					6'd25  : 	SDO = SD[3];
					6'd26  : 	SDO = SD[2];
					6'd27  : 	SDO = SD[1];
					6'd28  : 	SDO = SD[0];	
					6'd29  : 	SDO = 1'b1; 
					6'd30 : begin 
								SDO  = 1'b0;	
								SCLK = 1'b0; 
								ACK3 = I2C_SDAT; 
							end	
					6'd31 : 	SCLK = 1'b1; 
					6'd32 : begin 
								SDO = 1'b1; 
								END = 1; 
							end 
			endcase
	end
endmodule
module keytr (
				key,
				key1,
				ON,
				clock,
				KEYON,
				counter	
			 );
input	           key;
input            key1;
input	         clock;
output	            ON;
output           KEYON;
output  [9:0]  counter;
reg     [9:0]  counter;
reg [3:0] sw;
reg flag,D1,D2;
reg [15:0] delay;
always@(negedge clock)
begin
  if (flag)
     sw<={key,sw[3:1]};
end
assign falling_edge = (sw==4'b0011)?1'b1:1'b0;
always@(posedge clock,negedge key1)
begin
  if (!key1)
     flag<=1'b1;
  else if (delay==15'd4096) 
     flag<=1'b1;
  else if (falling_edge)
     flag<=1'b0;
end
always@(posedge clock)
begin
  if (!key)
     delay<=delay+1;
  else
     delay<=15'd0;
end
always@(negedge clock)
begin
  D1<=flag;
  D2<=D1;
end
assign KEYON = (D1 | !D2);
endmodule	
==> results.yml <==
# synthesis and place-and-route metrics
yosys:
  netlist_instances: 372
  syn_avg_cell_area_um2: 9.05
  synth_cell_types: 49
  yosys.stat.seqShare_pct: 36.2
  synth-area-yosys_mm2: 0.00337
  ys_warn_count: 91
  syn-cell-area_mm2: 0.00337
  synthTopCellsByArea: "buf_4 (23%), dfxtp_1 (22%), edfxtp_1 (8.9%), ha_1 (6.3%), dfrtp_1 (4.5%)"
  top_area_share_pct: 22.8
  synth_area_leader_cell: "buf_4"
  ys_cells: 372
  ys.flops: 54
final_timing:
  hold_viol: 0
  finalCriticalPeriod_ns: 1.69
  finalClockSkew_ns: 0.00118
  timing.final.ws_setup_ns: 0.612
  achievable-frequency_mhz: 592
  unconstrained_endpoints: 161
  finalClockPeriodUsage_pct: 73.4
  report.final.slew_viol_count: 0
  timing.slew.headroom_pct: 60.2
  grt_setup_unrepaired: "false"
  worst_hold_slack_ns: 0.415
  unclocked_pins: 43
  setup_viol_count_final: 0
  finalSetupTns_ns: 0
  max_slew.worst_pin.slew_ns: 0.595
job:
  max-cap-violations: 0
  stage_log_warnings: 155
pwr:
  power.leakage_nw: 1.44
  ir_worst_vdd_v: 0.000196
  power_density_mw_per_mm2: 157
  fin_total_pwr_uw: 528
drt:
  antennaDiodeCount: 0
  vias: 2043
  drt_first_pass_iters: 4
  ant_nets: 0
  route.final.wire_length_mm: 5.26
  number_of_remaining_drc_errors: 0
  detail_route.vias_per_cell: 3.76
  wire_per_inst_um: 9.68
  detail_route.iter0.violations: 65
cells_and_area:
  layout_area_overhead_pct: 0.223
  drive_above_1_share_pct: 3.19
  final_layout_top_logic_cell: "conb_1"
  post_route_insts_no_fill: 544
  mostFrequentLayoutCells: "conb_1 (96), dfxtp_1 (37), nor2_1 (30), ha_1 (17), clkdlybuf4s50_1 (17)"
worst_setup_path:
  critical_path_class: "reg2out"
  worst-endpoint-required_ns: 1.84
  peak_fanout_along_the_critical_path: 2
  cell_family_with_the_largest_share_of_critical_path_delay: "buffers and inverters"
  timing.critical_path.slowest_cell_delay_ns: 0.47
  cp_cell_sequence: "nor2_1 > a21o_1 > clkdlybuf4s50_1"
  crit_path_end_kind: "output port"
  startpoint_type: "flop"
  highest_delay_cell_along_the_critical_path: "clkdlybuf4s50_1"
  path_buffers: 1
  worst_ep_arrival_time_ns: 1.23
floorplanning:
  num_io_pins: 241
  chip_area_mm2: 0.0174
  core-area_mm2: 0.0122
  std_cell_rows: 40
  die_w_um: 132
  floorplan.die.height_um: 132
  initial_utilization_pct: 27.7
place:
  pre_cts_ws_ns: 0.855
  io_buffer_count: 17
  place_congestion: 0.844
  place.detailed.hpwl_mm: 4.30
  place.detailed.instances: 540
cts:
  tritoncts.num_buffers: 3
  clk_transition_reported_paths_ns: 0.04
  ctsResizeCount: 0
  max_root_sink_buffers: 2
  postCtsHoldBufs: 0
  tritoncts: "built"
  h_tree_level_count: 1
  worstSkewPairLatency_ns: 0.24
  root_buffer_master: "clkbuf_16"
  post-cts-setup-buffers: 0
hold_path:
  holdCritPathClass: "reg2reg"
global_routing:
  total_track_usage_pct: 5.37
  grt_start_max_net_pins: 29
  grt_overflow_total: 0
  grt_antenna_before_repair: 0
  number_of_global_route_vias_before_repair: 1999
  grt_pass1_wl_mm: 8.60
run_status:
  outcome: "complete, no violations"
synthesized netlist by cell type, drive strengths merged:
cell and number:
o21ai 9, dfrtp 6, and2 3, nor4b 1, ha 17, mux2i 1, a21oi 9, a31o 1
edfxtp 10, a211oi 4, dfstp 1, a21boi 1, o211a 1, nor2b 3, nand3 17, nor3 9
nand2b 5, clkbuf 7, a41o 2, xnor2 12, a311oi 1, a31oi 6, mux2 1, nor2 30
buf 105, o31ai 2, a211o 2, a32oi 1, a21o 3, o21a 2, and4 3, xor2 13
or3 1, inv 16, nor4 4, nand4 4, conb 2, and3b 1, nand2 14, and3 5
dfxtp 37
registers in the layout, indices dropped and copies added, names as in the netlist:
signal	flops
u2.SD_COUNTER	6
u1.mute	1
u1.led_counter	4
u3.flag	1
u3.sw	4
u1.COUNTER_500	11
u3.D2	1
u1.address	6
u2.END	1
u3.D1	1
u3.delay	16
u2.SCLK	1
u1.LEDR	1
kinds of logic (layout without fill, tap and decap cells):
group / Yosys count / after routing / share of synthesized area (%)
buf+inv: 128 / 38 / 25.9
simple gates: 100 / 100 / 15.3
flops: 54 / 54 / 36.2
compound gates: 44 / 44 / 8.81
xor+xnor: 25 / 25 / 6.51
fa+ha+maj: 17 / 17 / 6.32
other cells: 2 / 96 / 0.223
mux: 2 / 2 / 0.743
layer usage:
layer	global-route usage [%]	wire, µm
met1	7.74	2710
met3	1.12	332
met2	8.35	2180
met5	0	0
met4	0.680	42
path summary, 6_finish.rpt:
check                                               start                   endpoint  slack [ns]  depth (start not counted)
worst max-delay path            u1.COUNTER_500[9]$_DFF_P_              FPGA_I2C_SCLK        0.61                          3
worst min register to register  u1.COUNTER_500[0]$_DFF_P_  u1.COUNTER_500[0]$_DFF_P_        0.41                          1
worst max register to register  u1.COUNTER_500[1]$_DFF_P_  u1.COUNTER_500[8]$_DFF_P_        0.97                          5
worst min-delay path            u1.COUNTER_500[0]$_DFF_P_  u1.COUNTER_500[0]$_DFF_P_        0.41                          1
where the power goes:
group,switching [mW],leakage (nW),internal [mW]
combinational,0.0172,0.925,0.00527
clock,0.0827,0.0409,0.230
sequential,0,0.477,0.193
layout make-up:
type	count	area (µm²)
repair buffers	18	178
clock buffers	3	75.1
flip-flops and latches	54	1220
well taps	168	210
inverters	16	60.1
fillers	1238	8790
multi-input cells	284	1630
clock inverters	1	5.00
stage by stage:
stage | instance area, µm² | util (%)
finish | 3370 | 27.7
global placement | 3290 | 27.1
detailed placement | 3290 | 27.1
CTS | 3370 | 27.7
global route | 3370 | 27.7
floorplan | 3720 | -
Power is estimated from default activity; no workload was simulated.
